$ cat flow/config.mk
export PLATFORM = sky130hd
export DESIGN_NAME = regfile
export DESIGN_NICKNAME = regfile
export VERILOG_FILES = /design/flow/design.v
export SDC_FILE = /design/flow/constraint.sdc
export NUM_CORES = 4
export LEC_CHECK = 1
export CORE_UTILIZATION = 30
$ cat flow/design.v
module regfile #(
    parameter REG_WIDTH = 64,       
    parameter REG_COUNT = 32        
)(
    input  logic                 clk,         
    input  logic                 rst_n,       
    input  logic                 reg_write,   
    input  logic [4:0]           read_addr1,  
    input  logic [4:0]           read_addr2,  
    input  logic [4:0]           write_addr,  
    input  logic [REG_WIDTH-1:0] write_data,  
    output logic [REG_WIDTH-1:0] read_data1,  
    output logic [REG_WIDTH-1:0] read_data2   
);
    logic [REG_WIDTH-1:0] regs [REG_COUNT-1:0];
    always_ff @(posedge clk) begin
        if (!rst_n) begin
            integer i;
            for (i = 0; i < REG_COUNT; i = i + 1)
                regs[i] <= '0;
        end
        else if (reg_write && write_addr != 5'd0) begin
            regs[write_addr] <= write_data;
        end
    end
    assign read_data1 = (read_addr1 == 5'd0) ? '0 :
                        (reg_write && read_addr1 == write_addr) ? write_data :
                        regs[read_addr1];
    assign read_data2 = (read_addr2 == 5'd0) ? '0 :
                        (reg_write && read_addr2 == write_addr) ? write_data :
                        regs[read_addr2];
endmodule
$ cat flow/constraint.sdc
current_design regfile

set clk_period 37.3
set clk_io_pct 0.2

create_clock -name clk0 -period $clk_period [get_ports {clk}]

set non_clock_inputs [all_inputs -no_clocks]
set_input_delay [expr $clk_period * $clk_io_pct] -clock clk0 $non_clock_inputs
set_output_delay [expr $clk_period * $clk_io_pct] -clock clk0 [all_outputs]
$ cat flow/run.sh
#!/bin/bash
# OpenROAD 26Q1-2900-gdf79404cd8, Yosys 0.63+post, stock flow scripts
make -C /OpenROAD-flow-scripts/flow DESIGN_CONFIG=/design/flow/config.mk WORK_HOME=/design/flow/orfs finish
==> flow_summary.yaml <==
# synthesis and place-and-route metrics
sta:
  slew_headroom_pct: 9.48
  finalSetupViolations: 0
  timing.final.ws_setup_ns: 16.84
  timing.fmax_mhz: 48.9
  finalCritPeriodShare_pct: 54.8
  hold_violations: 0
  tns_ns: 0
  tightest_slew_ns: 1.35
  worst_hold_slack_ns: 7.33
  period_minus_slack_ns: 20.46
  slew_viol_final: 0
  rsz0062_at_grt: "no"
finish:
  drive_gt1_share_pct: 24.9
  top_regs: "regs: 2048 flops"
  regMostFlops: "regs"
  n_fill_cell: 33000
  largest_reg_flops: 2048
  syn2layout_area_growth_pct: 14.5
  fin_area_mm2: 0.124
power:
  internal_power_mw: 4.22
  leakage_nw: 41.5
  clockPowerShare_pct: 38.8
  peakVddDrop_mv: 0.0378
  p_seq_share_pct: 48.1
  p_sw_mw: 1.43
  power_frac_comb_pct: 13.1
  powerDensity_mw_per_mm2: 45.8
  finalPower_mw: 5.65
  switching_share_pct: 25.3
grt:
  gr-total-overflow: 0
  grt_max_degree: 104
  grt_pass1_vias: 75500
  grt_pass1_wl_um: 608000
  grtUsageTotal_pct: 26.1
  antenna_found_initial: 54
synthesis:
  synth-edff-count: 2048
  synth_top_cell_by_area: "edfxtp_1"
  area_leaders: "edfxtp_1 (57%), mux4_2 (21%), and2_1 (12%)"
  ys_chip_area_mm2: 0.108
  synth_cell_types: 45
  yosysWarningCount: 1
  ys_cells: 6925
  netlist_area_mm2: 0.108
  ys.flop_type: "edfxtp_1"
  ys_async_sr_fraction_pct: 0
  top_area_share_pct: 57.0
  syn_area_per_cell_um2: 15.6
  syn_inst: 6925
  ys_seq_share_pct: 57.0
  ys_ff: 2048
place:
  gp_congestion: 0.893
  dpl_worst_slack_ns: 16.76
  hpwl_um: 254000
  portBuffers: 209
  place_area_mm2: 0.116
clock_tree:
  holdBufCountCts: 0
  cts_setup_buffers: 0
  root_buffer: "clkbuf_16"
  path_clk_slew_ns: 0.06
  ctsResizeCount: 0
  tritoncts: "built"
  ctsHtreeMaxLevel: 4
  cts_buffers: 220
  clk_path_buf_depth: 4
  cts_sinks: 2048
min_path:
  min-delay-start: "rst_n"
  hold_end: "regs[0][41]$_SDFFCE_PN0P_"
  holdPathStages: 2
  hold_path_class: "primary input to flop"
routing:
  dr.pass1.iters: 6
  antenna_left: 0
  vias: 69300
  first_iter_violations: 5151
  drc: 0
  viasPerCell: 5.78
  drt-total-wl_um: 445000
  wire_per_inst_um: 37.1
flow_run:
  max-cap-violations: 0
  warnings: 31
critical_path:
  path_max_fanout: 48
  arrival_ns: 13.00
  start_kind: "primary input"
  required_ns: 29.84
  path_class: "primary input to output port"
  end_kind: "output port"
die:
  io_pins: 210
  die_height_um: 602
  core_mm2: 0.357
  die_w_um: 602
  dieArea_mm2: 0.362
  rows: 219
  fp_util_pct: 30.2
run_status:
  status: "completed"
-- power groups by stage --
stage	combinational [mW]	clock, mW	sequential [mW]
global route	0.763	2.28	2.73
finish	0.739	2.19	2.72
CTS	0.731	2.21	2.72
-- worst max-delay path, stage by stage --
cell and delay [ns]:
buf_8 0.45, buf_4 0.72, buf_4 0.54, buf_4 0.76, buf_4 0.66, buf_4 0.62
mux4_2 0.57, a22oi_1 0.25, nand3_1 0.12, a22o_1 0.26, clkdlybuf4s50_1 0.44
-- per-layer routing --
| layer | track usage, % | routed length [um] | vias up |
|---|---|---|---|
| li1 | - | - | 27200 |
| met1 | 24.0 | 123000 | 33800 |
| met2 | 37.0 | 198000 | 6625 |
| met3 | 23.5 | 90000 | 1555 |
| met4 | 15.4 | 32200 | 78 |
| met5 | 3.78 | 1700 | - |
-- per-stage QoR --
stage / util, % / std cells
2_1_floorplan: - / 6988
3_3_place_gp: 32.6 / 11500
3_5_place_dp: 32.6 / 11500
4_1_cts: 34.6 / 11900
5_1_grt: 34.6 / 12000
6_report: 34.6 / 12000
-- logic make-up after synthesis --
logic type	count (synthesis)	synth area share, %
flip-flops	2048	57.0
XOR/XNOR	10	0.0812
multiplexers	1208	23.0
AND/OR/NAND/NOR	2276	12.8
other	1	0.00348
AND-OR/OR-AND	616	4.04
buffers and inverters	766	3.05
-- worst max path at each step --
| stage | startpoint | slack (ns) | cells after the start | to |
|---|---|---|---|---|
| CTS | read_addr2[0] | 16.74 | 11 | read_data2[48] |
| finish | read_addr2[0] | 16.84 | 11 | read_data2[48] |
| global route | read_addr2[0] | 16.43 | 11 | read_data2[46] |
-- cell type report --
| cell class | instances | area (um2) | area share (%) |
|---|---|---|---|
| multi-input combinational | 4174 | 44100 | 35.7 |
| clock buffer | 273 | 5790 | 4.69 |
| sequential | 2048 | 61500 | 49.8 |
| clock inverter | 123 | 1200 | 0.972 |
| inverter | 3 | 16.3 | 0.0132 |
| antenna | 51 | 128 | 0.103 |
| timing repair buffer | 571 | 4900 | 3.96 |
| tap | 4751 | 5940 | 4.81 |
-- cells in the mapped netlist (all sizes together) (32+ instances only) --
| cell type | instances |
|---|---|
| nor4 | 35 |
| a211oi | 57 |
| mux4 | 1015 |
| a22o | 116 |
| mux2i | 184 |
| nor2 | 44 |
| edfxtp | 2048 |
| nand2 | 86 |
| clkbuf | 532 |
| and2 | 1987 |
| o22ai | 212 |
| a21oi | 42 |
| o21ai | 38 |
| nor3 | 32 |
| nand3 | 47 |
| a22oi | 106 |
| buf | 231 |
-- layout by cell type (no fill, tap or decap), types with 35 or more instances in the layout --
| cell | Yosys | layout |
|---|---|---|
| edfxtp_1 | 2048 | 2048 |
| and2_1 | 1987 | 1985 |
| mux4_2 | 1015 | 1015 |
| buf_4 | 36 | 359 |
| clkbuf_16 | 0 | 224 |
| o22ai_1 | 212 | 212 |
| clkdlybuf4s50_1 | 0 | 199 |
| mux2i_1 | 184 | 184 |
| a22o_1 | 116 | 116 |
| a22oi_1 | 106 | 106 |
| nand2_1 | 86 | 81 |
| conb_1 | 1 | 64 |
| a211oi_1 | 57 | 57 |
| diode_2 | 0 | 51 |
| clkbuf_1 | 532 | 49 |
| nand3_1 | 47 | 46 |
| clkinv_1 | 0 | 45 |
| clkinv_2 | 0 | 44 |
| a21oi_1 | 42 | 42 |
| nor4_1 | 35 | 35 |
Power is estimated from default activity; no workload was simulated.
